[./constraint.sdc]
current_design System_CTRL

set clk_period 3.1
set clk_io_pct 0.2

create_clock -name clk0 -period $clk_period [get_ports {CLK}]

set non_clock_inputs [all_inputs -no_clocks]
set_input_delay [expr $clk_period * $clk_io_pct] -clock clk0 $non_clock_inputs
set_output_delay [expr $clk_period * $clk_io_pct] -clock clk0 [all_outputs]
[./run.sh]
#!/bin/bash
# OpenROAD 26Q1-2900-gdf79404cd8, Yosys 0.63+post, stock flow scripts
make -C /OpenROAD-flow-scripts/flow DESIGN_CONFIG=/design/flow/config.mk WORK_HOME=/design/flow/orfs finish
[./design.v]
module System_CTRL(
input [15:0] 	ALU_OUT,
input		 	OUT_VALID,
input [7:0]		Rx_P_Data,
input			Rx_D_VLD,
input [7:0]		Rd_Data,
input			Rd_Data_VALID,
input			CLK,RST,FIFO_FULL,
output	reg 			ALU_EN,
output	reg [3:0]	ALU_FUN,
output	reg			Gate_En,
output	wire [3:0] 	out_address,
output	reg			Wr_En,Rd_En,
output	reg [7:0] 	Wr_Data,
output	reg [7:0] 	Wr_Data_FIFO ,
output	reg 			WR_INC,
output	reg 			sys_Error,
output 	wire 				CLKDIV_EN
);
assign CLKDIV_EN = 1 ;
reg  [3:0] 	CU_STATE,NXT_STATE;
localparam  [3:0] 	IDLE = 4'b0000,
			Recieving = 4'b0001,
			Reg_File_Write = 4'b0010,
			Reg_File_Read = 4'b0011,
			ALU_with_operand = 4'b0100,
			ALU_with_No_operand = 4'b0101,
			wait_for_B = 4'b0110,
			turn_off_Wr_EN=4'b0111,
			turn_off_Wr_inc=4'b1000,
			final_send =4'b1001,
			ERROR =4'b1010;
reg [2:0] Frame_Counter ,Expected_NO_Frames;
localparam [7:0]    RF_Wr_CMD = 8'hAA;
localparam [7:0]		  RF_Rd_CMD = 8'hBB;
localparam [7:0]		  ALU_OPER_W_OP_CMD = 8'hCC;
localparam [7:0]		  ALU_OPER_W_NOP_CMD = 8'hDD;
reg [1:0] send_CNT;  
reg [3:0] 	Address,Address_FF;
assign out_address = (Wr_En==1 || Rd_En == 0) ?  Address_FF :   Address;
always @(posedge CLK or negedge RST)
begin
	if(!RST)
	begin
		Address_FF <= 1;
	end
	else
	begin
			Address_FF <= Address;
	end
end	
always @(posedge CLK or negedge RST)
begin
	if(!RST)
	begin
		send_CNT <= 1;
	end
	else
	begin
		if(send_CNT == 2 )
		begin
			send_CNT <= 1;
		end
		else if (WR_INC && ALU_EN)
		begin
			send_CNT <= send_CNT +1;
		end
	end
end
always @(posedge CLK or negedge RST)
begin
	if(!RST)
	begin
		CU_STATE <= IDLE;
	end
	else
	begin
		CU_STATE <= NXT_STATE;
	end
end
always @(*)
begin
	case(CU_STATE)
	IDLE:
	begin
		ALU_EN = 0;
		ALU_FUN = 0;		
		Gate_En = 0;
		Address = 0;
		Wr_En = 0;
		Rd_En = 0;
		Wr_Data = 0;
		Wr_Data_FIFO = 0;
		WR_INC = 0;
		sys_Error = 0 ;
		if(Rx_D_VLD)
		begin
			NXT_STATE = Recieving;
		end
		else
		begin
			NXT_STATE = IDLE;
		end
	end
	Recieving:
	begin	
		ALU_EN = 0;
		ALU_FUN = 0;		
		Gate_En = 0;
		Address = 0;
		Wr_En = 0;
		Rd_En = 0;
		Wr_Data = 0;
		Wr_Data_FIFO = 0;
		WR_INC = 0;
		sys_Error = 0 ;
		case(Rx_P_Data)
		RF_Wr_CMD: 
		begin
			NXT_STATE = Reg_File_Write;
		end
		RF_Rd_CMD: 
		begin
			NXT_STATE = Reg_File_Read;
		end
		ALU_OPER_W_OP_CMD: 
		begin
			NXT_STATE = ALU_with_operand;
		end
		ALU_OPER_W_NOP_CMD: 
		begin
			NXT_STATE = ALU_with_No_operand;
		end
		default:  
		begin
			NXT_STATE = ERROR;
		end
		endcase
	end
	Reg_File_Write:
	begin
		ALU_EN = 0;
		ALU_FUN = 0;		
		Gate_En = 0;
		Address = 0;
		Wr_En = 0;
		Rd_En = 0;
		Wr_Data = 0;
		Wr_Data_FIFO = 0;
		WR_INC = 0;
		sys_Error = 0 ;
		case(Frame_Counter)
		3'd1:
		begin
			NXT_STATE = Reg_File_Write;
		end
		3'd2:
		begin
			NXT_STATE = Reg_File_Write;
			ALU_EN = 0;
			ALU_FUN = 0;		
			Gate_En = 0;
			Address = Rx_P_Data[3:0];
			Wr_En = 0;
			Rd_En = 0;
			Wr_Data = 0;
			Wr_Data_FIFO = 0;
			WR_INC = 0;
			sys_Error = 0 ;
		end
		3'd3:
		begin
			ALU_EN = 0;
			ALU_FUN = 0;		
			Gate_En = 0;
			Address = 0;
			Wr_En = 1;
			Rd_En = 0;
			Wr_Data = Rx_P_Data;
			Wr_Data_FIFO = 0;
			WR_INC = 0;
			sys_Error = 0 ;
			if(Rx_D_VLD)
			begin
				NXT_STATE = Recieving ;	
			end
			else
			begin
				NXT_STATE = IDLE;
			end	
		end			
		default:
		begin
			NXT_STATE = ERROR;
		end
		endcase
	end
	Reg_File_Read:
	begin
		ALU_EN = 0;
		ALU_FUN = 0;		
		Gate_En = 0;
		Address = 0;
		Wr_En = 0;
		Rd_En = 0;
		Wr_Data = 0;
		Wr_Data_FIFO = 0;
		WR_INC = 0;
		sys_Error = 0 ;
		case(Frame_Counter)
		3'd1:
		begin
			NXT_STATE = Reg_File_Read;
		end
		3'd2:
		begin
			ALU_EN = 0;
			ALU_FUN = 0;		
			Gate_En = 0;
			Address = Rx_P_Data[3:0];
			Wr_En = 0;
			Rd_En = 1;
			Wr_Data = 0;
			Wr_Data_FIFO = 0;
			WR_INC = 0;
			sys_Error = 0 ;
			if(Rd_Data_VALID)
			begin
				Wr_Data_FIFO =  Rd_Data;
				WR_INC = 1;
				if(Rx_D_VLD)
				begin
					NXT_STATE = Recieving ;	
				end
				else
				begin
					NXT_STATE = IDLE;
				end
			end
			else
			begin
				NXT_STATE = Reg_File_Read ;	
				Wr_Data_FIFO =  Rd_Data;
				WR_INC = 1;
			end
		end
		default:
		begin
			NXT_STATE = ERROR;
		end
		endcase
	end
	ALU_with_operand:
	begin
		ALU_EN = 0;
		ALU_FUN = 0;		
		Gate_En = 0;
		Address = 0;
		Wr_En = 0;
		Rd_En = 0;
		Wr_Data = 0;
		Wr_Data_FIFO = 0;
		WR_INC = 0;
		sys_Error = 0 ;
		case(Frame_Counter)
		3'd1:
		begin
			NXT_STATE = ALU_with_operand;
		end
		3'd2:
		begin
			ALU_EN = 0;
			ALU_FUN = 0;
			Gate_En = 0;
			Wr_En = 1;
			Address = 8'h0 ;
			Rd_En = 0;
			Wr_Data = Rx_P_Data;
			Wr_Data_FIFO = 0;
			WR_INC = 0;
			sys_Error = 0 ;
			NXT_STATE = wait_for_B;
		end
		3'd3:
		begin
			ALU_EN = 0;
			ALU_FUN = 0;
			Gate_En = 1;
			Wr_En = 1;
			Address = 8'h1 ;
			Rd_En = 0;
			Wr_Data = Rx_P_Data;
			Wr_Data_FIFO = 0;
			WR_INC = 0;
			NXT_STATE = turn_off_Wr_EN;
		end
		3'd4:
		begin
			ALU_EN = 1;
			ALU_FUN = Rx_P_Data[3:0];
			Gate_En = 1;
			Wr_En = 0;
			Address = 0 ;
			Rd_En = 0;
			Wr_Data = 0;
			Wr_Data_FIFO = 0;
			WR_INC = 0;
			if(OUT_VALID)
			begin
				case(send_CNT)
				'd1:
				begin
					Wr_Data_FIFO =  ALU_OUT[7:0];
					WR_INC = 1;
					NXT_STATE = turn_off_Wr_inc;
					Wr_En = 0;
				end
				default:
				begin
					NXT_STATE = ERROR;
				end
				endcase
			end
			else
			begin
				NXT_STATE = ALU_with_operand;
			end
		end
		default:
		begin
			NXT_STATE = ERROR;
		end
		endcase
	end
	wait_for_B:
	begin
		ALU_EN = 0;
		ALU_FUN = 0;
		Gate_En = 0;
		Wr_En = 0;
		Address = 8'h1 ;
		Rd_En = 0;
		Wr_Data = 0;
		Wr_Data_FIFO = 0;
		WR_INC = 0;
		sys_Error = 0 ;
		if(Frame_Counter == 2)
			NXT_STATE = wait_for_B;
		else  
			NXT_STATE = ALU_with_operand;
	end
	turn_off_Wr_EN:
	begin
		ALU_EN = 0;
		ALU_FUN = 0;
		Gate_En = 1;
		Wr_En = 0;
		Address = 0 ;
		Rd_En = 0;
		Wr_Data = 0;
		Wr_Data_FIFO = 0;
		WR_INC = 0;
		sys_Error = 0 ;
		if(Frame_Counter == 4)
			NXT_STATE = ALU_with_operand;
		else
			NXT_STATE = turn_off_Wr_EN;
	end
	turn_off_Wr_inc:
	begin
		ALU_EN = 1;
		ALU_FUN = 0;
		Gate_En = 1;
		Wr_En = 0;
		Address = 0 ;
		Rd_En = 0;
		Wr_Data = 0;
		WR_INC = 0;
		Wr_Data_FIFO = 0;
		sys_Error = 0 ;
		NXT_STATE = final_send;
	end
	final_send:
	begin
		ALU_EN = 1;
		ALU_FUN = 0;
		Gate_En = 1;
		Address = 0 ;
		Rd_En = 0;
		Wr_Data = 0;
		Wr_Data_FIFO =  ALU_OUT[15:8];
		WR_INC = 1;
		Wr_En = 0;
		sys_Error = 0 ;
		if(Rx_D_VLD)
		begin
			NXT_STATE = Recieving ;	
		end
		else
		begin
			NXT_STATE = IDLE;
		end	
	end
	ALU_with_No_operand:
	begin
		ALU_EN = 0;
		ALU_FUN = 0;		
		Gate_En = 0;
		Address = 0;
		Wr_En = 0;
		Rd_En = 0;
		Wr_Data = 0;
		Wr_Data_FIFO = 0;
		WR_INC = 0;
		sys_Error = 0 ;
		case(Frame_Counter)
		3'd1:
		begin
			NXT_STATE = ALU_with_No_operand;
		end
		3'd2:
		begin
			ALU_EN = 1;
			ALU_FUN = Rx_P_Data[3:0];
			Gate_En = 1;
			Wr_En = 0;
			Address = 0 ;
			Rd_En = 0;
			Wr_Data = 0;
			Wr_Data_FIFO = 0;
			WR_INC = 0;
			sys_Error = 0 ;
			if(OUT_VALID)
			begin
				case(send_CNT)
				'd1:
				begin
					Wr_Data_FIFO =  ALU_OUT[7:0];
					WR_INC = 1;
					NXT_STATE = turn_off_Wr_inc;
					Wr_En = 0;
				end
				default:
				begin
					NXT_STATE = ERROR;
				end
				endcase
			end
			else
			begin
				NXT_STATE = ALU_with_operand;
			end
		end
		default:
		begin
			NXT_STATE = ERROR;
		end
		endcase
	end
	ERROR:
	begin
		ALU_EN = 0;
		ALU_FUN = 0;
		Gate_En = 0;
		Wr_En = 0;
		Address = 0 ;
		Rd_En = 0;
		Wr_Data = 0;
		Wr_Data_FIFO = 0;
		WR_INC = 0;
		sys_Error = 1 ;
		NXT_STATE = ERROR;
	end
	default:
	begin
		NXT_STATE = ERROR;
		ALU_EN = 0;
		ALU_FUN = 0;		
		Gate_En = 0;
		Address = 0;
		Wr_En = 0;
		Rd_En = 0;
		Wr_Data = 0;
		Wr_Data_FIFO = 0;
		WR_INC = 0;
		sys_Error = 0 ;
	end
	endcase
end
always @(posedge CLK or negedge RST)
begin
	if(!RST)
	begin
		Expected_NO_Frames <= 4;  
	end
	else
	begin
		if(Rx_D_VLD)  
		begin
			case(Rx_P_Data)
			RF_Wr_CMD:  
			begin
				Expected_NO_Frames  <= 3;
			end
			RF_Rd_CMD:  
			begin
				Expected_NO_Frames  <= 2;
			end
			ALU_OPER_W_OP_CMD:  
			begin
				Expected_NO_Frames  <= 4;
			end
			ALU_OPER_W_NOP_CMD:  
			begin
				Expected_NO_Frames  <= 2;
			end
			default:  
			begin
			end
			endcase
		end
	end
end
always @(posedge CLK or negedge RST)
begin
	if(!RST)
	begin
		Frame_Counter <= 0; 
	end
	else
	begin
		if(Rx_D_VLD) 
		begin
			case(Rx_P_Data)
				RF_Wr_CMD: 
				begin
					if(Frame_Counter == Expected_NO_Frames)
						Frame_Counter <= 1;  
					else	
						Frame_Counter <= Frame_Counter +1;   
				end
				RF_Rd_CMD: 
				begin
					if(Frame_Counter == Expected_NO_Frames)
						Frame_Counter <= 1;  
					else	
						Frame_Counter <= Frame_Counter +1;   
				end
				ALU_OPER_W_OP_CMD: 
				begin
					if(Frame_Counter == Expected_NO_Frames)
						Frame_Counter <= 1;  
					else	
						Frame_Counter <= Frame_Counter +1;   
				end
				ALU_OPER_W_NOP_CMD: 
				begin
					if(Frame_Counter == Expected_NO_Frames)
						Frame_Counter <= 1;  
					else	
						Frame_Counter <= Frame_Counter +1;   
				end
				default: 
				begin
					if(Frame_Counter != Expected_NO_Frames)
						Frame_Counter <= Frame_Counter +1;
					else ;  
				end
			endcase
		end	
	end				
end
endmodule
[./config.mk]
export PLATFORM = sky130hd
export DESIGN_NAME = System_CTRL
export DESIGN_NICKNAME = System_CTRL
export VERILOG_FILES = /design/flow/design.v
export SDC_FILE = /design/flow/constraint.sdc
export NUM_CORES = 4
export LEC_CHECK = 1
export CORE_AREA = 10 10 111 111
export DIE_AREA = 0 0 121 121
==> results.txt <==
Item: results of the latest flow run.

- In this run the worst path has a maximum fanout of 9.
- The final HPWL from detailed placement is 4030 µm.
- Among all flip-flop cells after synthesis, the most frequent one is sky130_fd_sc_hd__dfrtp_1.
- The I/O pin count is 69.
- The script logs the mean routed wire length per placed instance as 13.3 µm.
- The TritonCTS clock tree is done.
- The class of the worst hold path is flip-flop to flip-flop.
- The critical path goes through buf_4 > and2b_4 > o21a_4 > a221o_1 > mux2_2 > clkdlybuf4s50_1.
- The initialized floorplan defines 36 standard-cell rows.
- The final report lists the setup-violating endpoint count as 0.
- The post-route worst hold slack is 0.389 ns.
- The initial antenna violation count was 0.
- The final count of hold timing violations is 0.
- Per the CTS log, the root buffer master is sky130_fd_sc_hd__clkbuf_8.
- The floorplan core density is 15.9%.
- The type of element launching the critical path is a flip-flop.
- The clock arrives with 0.00484 ns of skew.
- The worst setup path is captured at a primary output.
- Detailed-route iteration 0 reported a violation count of 63.
- In this run the horizontal extent of the chip is 121 µm.
- Summed over all layers, the routed wires come to 4930 µm.
- The placed standard-cell area is 2390 µm².
- Counting along the longest clock path gives a buffer depth of 2.
- The detailed-router iteration count before antenna repair is 4.
- The synthesized netlist contains 51 unique library cells.
- The final critical path takes up 95.5% of the cycle.
- At the end of routability-driven placement, the weighted congestion stood at 0.860.
- Entering global routing, the biggest net connects 24 pins.
- Per the CTS log, the maximum H-tree level is 1.
- The cell count after synthesis came out at 167.
- The synthesized design spends more area on one cell type than any other, namely sky130_fd_sc_hd__dfrtp_1.
- During placement, the flow inserted port buffers numbering 66.
- In this run the maximum-capacitance check reported violations numbering 0.
- The CTS log lists the clock sinks for this run as 23.
- Relative to the synthesized area, the layout overhead comes to 58.9%.
- The clock reaches the later pin of the worst-skew pair after 0.26 ns.
- For this run, the total global-route usage over all layers was measured as 6.57%.
- The flow ran to the end, and the final reports show no timing, DRC or antenna violations.
- The yosys cell count is 167.
- Total power for the finished layout comes to 1.11 mW.
- Across all stage logs, warnings added up to 29.
- The final cell area excluding filler cells is 2490 µm².
- The critical path endpoint has a required time of 2.48 ns.
- In this run the mean area of a mapped cell was 9.38 µm².
- The via count of the first global-routing pass is 1,546.
- By area the synthesized netlist is led by sky130_fd_sc_hd__dfrtp_1, sky130_fd_sc_hd__a22o_1, sky130_fd_sc_hd__dfstp_2, sky130_fd_sc_hd__and2_1, sky130_fd_sc_hd__a21o_1.
- The leading cell type in the layout, fill and taps excluded is sky130_fd_sc_hd__clkdlybuf4s50_1.
- For this run, design rule violations remaining after detail routing come to 0.
- The vertical die size is 121 µm.
- The synthesized area is 1570 µm².
- Per the OpenROAD floorplan log, the area of the core is 9860 µm².
- The final layout reports a setup TNS of 0 ns.
- The share of the yosys chip area belonging to registers is 37.1%.
- 0 antenna diodes ended up in the layout.
- The maximum clock rate is 338 MHz.
- The overall chip area is 14,600 µm².
- The share of post-route cells with drive strength above 1 is 13.1%.
- The area reported by Yosys stat is 1570 µm².
- The residual overflow from global routing is 0.
- The total CTS buffers is 3.
- Per the post-CTS timing run, clock transition at the registers of the reported paths is 0.08 ns.
- The most common logic cells in the final layout are sky130_fd_sc_hd__clkdlybuf4s50_1, sky130_fd_sc_hd__dfrtp_1, sky130_fd_sc_hd__and2_1.
- The synthesized design contains 0 enable-type register cells.
- The detailed router placed 1,484 vias in this run.
- Among all stages on the critical path, the maximum delay recorded is 0.52 ns.
- The area share of the largest cell type after synthesis is 30.4%.
- The post-synthesis async set-or-reset flop share is 100%.
- The warning tally printed by Yosys for this design is 1.
- The critical path arrival is 2.34 ns.
- The type of the worst setup path is flip-flop to primary output.
- Pins over their slew limit in the final report were tallied at 0.
- The count of state elements after synthesis is 23.
- In this run the power density over the cells is 448 nW/µm².
- The highest-delay cell along the critical path is sky130_fd_sc_hd__dfrtp_1.
- The largest voltage drop on the vdd net is 0.163 mV.
- The standby leakage power is 1.06 nW.
- The mean number of vias per cell is 4.01.
- For the finished layout, the period the worst path requires is 2.96 ns.
- The residual antenna-violating net count after detailed routing is 0.
- The first global-routing pass estimated 7940 µm of wire.
[per-stage QoR]
| stage | setup slack [ns] | util (%) | cells |
|---|---|---|---|
| floorplan | 0.911 | - | 167 |
| global placement | 0.200 | 24.2 | 363 |
| detailed placement | 0.186 | 24.2 | 363 |
| CTS | 0.0185 | 24.9 | 369 |
| global route | -0.00135 | 25.2 | 370 |
| finish | 0.140 | 25.2 | 370 |
[layout make-up]
| type | count | area (µm²) |
|---|---|---|
| Sequential cell | 23 | 583 |
| Fill cell | 1037 | 7380 |
| Inverter | 11 | 43.8 |
| Multi-Input combinational cell | 126 | 925 |
| Timing Repair Buffer | 73 | 726 |
| Tap cell | 133 | 166 |
| Clock buffer | 4 | 45.0 |
[logic make-up (layout without fill, tap and decap cells)]
group / Yosys count / in the layout / share of synthesized area (%)
and+or+nand+nor: 55 / 55 / 21.2
buffers and inverters: 18 / 88 / 5.03
other: 1 / 1 / 0.239
DFF: 23 / 23 / 37.1
adders and majority gates: 5 / 5 / 3.99
AOI/OAI and AO/OA: 58 / 58 / 28.2
muxes: 3 / 3 / 2.00
xor gates and xnor gates: 4 / 4 / 2.24
[flip-flops by register name (all words and copies together) (netlist names)]
signal	flops
Frame_Counter	3
Expected_NO_Frames	3
send_CNT	2
Address_FF	4
CU_STATE	11
[cell usage after synthesis (4+ instances only)]
| cell type | n |
|---|---|
| sky130_fd_sc_hd__a21oi_1 | 5 |
| sky130_fd_sc_hd__o21ai_0 | 8 |
| sky130_fd_sc_hd__a21o_1 | 9 |
| sky130_fd_sc_hd__dfstp_2 | 4 |
| sky130_fd_sc_hd__nor2_1 | 10 |
| sky130_fd_sc_hd__inv_1 | 10 |
| sky130_fd_sc_hd__dfrtp_1 | 19 |
| sky130_fd_sc_hd__and2_1 | 15 |
| sky130_fd_sc_hd__ha_1 | 5 |
| sky130_fd_sc_hd__o21ai_1 | 4 |
| sky130_fd_sc_hd__nand2_1 | 10 |
| sky130_fd_sc_hd__a22o_1 | 13 |
[routing by layer]
layer	routed length, µm	vias to the layer above	GRT usage (%)
li1	-	742	-
met1	2290	689	8.73
met2	2130	51	10.5
met3	486	2	2.22
met4	27	0	0.528
met5	0	-	0
[path summary, 6_finish.rpt]
kind / startpoint / end / cells past startpoint / slack [ns]
hold reg to reg: CU_STATE[1]$_DFF_PN0_ / CU_STATE[7]$_DFF_PN0_ / 0 / 0.39
hold / removal: CU_STATE[1]$_DFF_PN0_ / CU_STATE[7]$_DFF_PN0_ / 0 / 0.39
min in group asynchronous: RST / CU_STATE[3]$_DFF_PN0_ / 2 / 0.71
setup reg to reg: Frame_Counter[0]$_DFFE_PN0P_ / send_CNT[1]$_DFFE_PN0P_ / 7 / 1.31
max in group asynchronous: RST / send_CNT[0]$_DFFE_PN1P_ / 2 / 2.10
setup / recovery: Frame_Counter[2]$_DFFE_PN0P_ / out_address[0] / 6 / 0.14
[where the power goes]
part           internal, mW  leakage (nW)  switching [mW]
logic                 0.289         0.756           0.212
registers             0.360         0.282          0.0733
clock network        0.0915        0.0228          0.0902
total                 0.740          1.06           0.375
[repair_timing]
| action | 4_1_cts | 5_1_grt |
|---|---|---|
| setup endpoints to repair | 8 | 13 |
| setup buffers | 2 | 1 |
| hold buffers | 0 | 0 |
| resized | 0 | 8 |
| pin swaps | 1 | 1 |
[worst max-delay path, delay by kind of cell (launching register included)]
| family | cells | cell delay (ns) |
|---|---|---|
| buf+inv | 2 | 0.64 |
| simple gates | 1 | 0.20 |
| flops | 1 | 0.52 |
| mux | 1 | 0.27 |
| compound gates | 2 | 0.46 |
No activity file was given, so power comes from the tool's default toggle rates.
