## flow/config.mk

```make
export PLATFORM = sky130hd
export DESIGN_NAME = UART
export DESIGN_NICKNAME = UART
export VERILOG_FILES = /design/flow/design.v
export SDC_FILE = /design/flow/constraint.sdc
export NUM_CORES = 4
export LEC_CHECK = 1
export CORE_UTILIZATION = 50
```

## flow/constraint.sdc

```tcl
current_design UART

set clk_period 4.6
set clk_io_pct 0.2

create_clock -name clk0 -period $clk_period [get_ports {RX_CLK}]
create_clock -name clk1 -period $clk_period [get_ports {TX_CLK}]

set non_clock_inputs [all_inputs -no_clocks]
set_input_delay [expr $clk_period * $clk_io_pct] -clock clk0 $non_clock_inputs
set_output_delay [expr $clk_period * $clk_io_pct] -clock clk0 [all_outputs]
```

## flow/design.v

```verilog
module DATA_SAMPLING  #(parameter data_width=8) (
input 					 RX_IN,
input [5:0]		   	   prescale,
input 				   dat_samp_en,CLK,RST,
input [5:0]			    edge_cnt,
output reg					sampled_bit
);
reg [1:0] 		 ZERO_Count,One_CONUT;
reg				 RX_IN_FF;
wire[4:0]	 middle_prescale;
assign middle_prescale=prescale>>1;
always @(posedge CLK or negedge RST)
begin 
	if(!RST)
	begin
		sampled_bit	<=0;
		ZERO_Count<=0;
		One_CONUT<=0;
	end
	else
	begin
	if(dat_samp_en)
	begin
		if(prescale==2)
		begin
			if(edge_cnt==1)		
			begin
				sampled_bit<=RX_IN_FF;
			end
		end
		else if(prescale==4 ||prescale==8 || prescale==16 || prescale==32)
		begin
			if(edge_cnt==middle_prescale-1 || edge_cnt==middle_prescale || 
			edge_cnt==middle_prescale+1 )
			begin
				if(RX_IN_FF==0)
					ZERO_Count<=ZERO_Count+1;
				else
					One_CONUT<=One_CONUT+1;
			end
			else 
			begin
				if(edge_cnt==prescale-1) 
				begin
					if(ZERO_Count>One_CONUT)
						sampled_bit<=0;
					else
						sampled_bit<=1;
				ZERO_Count<=0;
				One_CONUT<=0;
				end
			end
		end
	end
	else
	begin
		ZERO_Count<=0;
		One_CONUT<=0;
	end
	end
end
always @(posedge CLK or negedge RST)
begin
if(!RST)
RX_IN_FF<=0;
else
RX_IN_FF<=RX_IN;
end
endmodule
module DESERILIZER  #(parameter   data_width=8)(
input CLK,RST,deser_en,
input  sampled_bit,
output reg [data_width-1:0] P_DATA
);
reg [data_width-1:0] sampled_bit_inside;
reg signed [3:0] deser_count ;
integer i;
always @(posedge CLK )
begin 
	if(!RST)
	begin
		P_DATA<=0;
		deser_count<=0;
	end
	else if(deser_en) 
		begin 
			P_DATA[deser_count]<=sampled_bit;
			deser_count<=deser_count+1;
			if(deser_count==data_width-1)
			begin
				deser_count<=0;
			end
		end
	else 
		begin
		end
end
endmodule
module EDGE_BIT_COUNTER (
input 					enable,CLK,RST,
input 	    [5:0]		  prescale,
output reg  [5:0]	edge_count,
output reg  [3:0]  bit_count
);
always @(posedge CLK )
begin
	if(!RST)
	begin
			edge_count<=1;
			bit_count<=1;
	end
	else
	begin
		if(enable)
		begin
			if(edge_count==prescale)
			begin
				edge_count<=1;
				bit_count<= bit_count+1;
			end
			else
			begin
				edge_count<= edge_count+1;
			end
		end
		else 
		begin
			edge_count<=1;
			bit_count<=1;
		end
	end
end
endmodule
module FSM_UART_TX #(parameter select_width=2,START_BIT=0,STOP_BIT=1)(
input Data_valid,PAR_EN,SER_DONE,
input CLK,RST,
output reg [select_width-1:0] mux_sel,
output reg busy_FF ,SER_ENABLE,par_block_EN
);
localparam [2:0] IDLE =3'b000,
		            START=3'b001,
		            DATA=3'b010,
		            PARITY=3'b011,
		            STOP=3'b100;
reg [2:0] CU_STATE,NXT_STATE;
reg busy;
always @(posedge CLK or negedge RST)
begin 
if(!RST) begin 
	CU_STATE<=IDLE;
	busy_FF<=0;
end
else begin 
	CU_STATE<=NXT_STATE;
	busy_FF<=busy;
end
end
always @(*) begin 
case(CU_STATE)
IDLE: begin 
	SER_ENABLE=0;
	par_block_EN=0;
	busy=0;
	mux_sel=1;  
if(Data_valid)
	NXT_STATE=START;
else
	NXT_STATE=IDLE;
end
START: begin
    SER_ENABLE=1;
	busy=1; 
	par_block_EN=0;
	mux_sel=0;  
	NXT_STATE=DATA;	
	end
DATA:
 begin 
	SER_ENABLE=1;
	par_block_EN=0;
	busy=1;
	mux_sel=2;  
	if(SER_DONE)
	begin
		busy=0;
		if(PAR_EN)
			NXT_STATE=PARITY;
		else
		NXT_STATE=STOP;
	end
	else
		NXT_STATE=DATA;
end
PARITY: begin
	SER_ENABLE=0;
	par_block_EN=1;
	busy=0;
	if(PAR_EN)
		mux_sel=3;  
	else
		mux_sel=1;  
	NXT_STATE=STOP;
	end
STOP: begin 
	SER_ENABLE=0;
	par_block_EN=0;
	busy=0;
	mux_sel=1;  
	if(Data_valid)
		NXT_STATE=START;
	else
		NXT_STATE=IDLE;
end
default: begin
            busy = 1'b0 ;
			par_block_EN=0;
			SER_ENABLE = 1'b0 ;
            mux_sel = 2'b01 ;
			NXT_STATE=IDLE;			
           end	
endcase
end
endmodule
module MUX  #(parameter select_width=2,start_bit=0,stop_bit=1)(
input ser_data,par_bit,
input RST,CLK,
input [select_width-1:0] mux_sel,
output reg TX_OUT_FF
);
reg TX_OUT;
always @(*) begin 
case(mux_sel)
'b00:begin 
TX_OUT= start_bit;
 end
'b01:begin 
TX_OUT= stop_bit;
end
'b10:begin 
TX_OUT= ser_data;
end
'b11:begin 
TX_OUT= par_bit;
end
endcase
end
always @(posedge CLK  or negedge RST ) begin 
if(!RST) begin 
TX_OUT_FF<=1;
end
else 
TX_OUT_FF<=TX_OUT;
end
endmodule
module PARITY_CALC  #(parameter data_width=8)(
input PAR_TYP,Data_Valid ,par_EN,CLK,RST,
input [data_width-1:0] P_DATA, 
output reg PARITY_BIT
);
always @(*)
begin 
	if(par_EN)
		if(PAR_TYP==1)  
			PARITY_BIT = !(^P_DATA);
		else
			PARITY_BIT = (^P_DATA);
	else 	
		PARITY_BIT = 0;
end
endmodule
module parity_check(
input par_chck_en,
input par_type,sampled_bit,
input [7:0] P_DATA,
output wire par_err
);
reg PARITY_BIT;  
always @(*)
begin 
	if(par_chck_en)
		begin 
			if(par_type==1)  
				PARITY_BIT = !(^P_DATA);
			else
				PARITY_BIT = (^P_DATA);
		end
	 else 
		PARITY_BIT=0;  
end
assign par_err= (PARITY_BIT != sampled_bit);
endmodule 
module start_check(
input strt_chck_en,sampled_bit,
output wire strt_glitch
);
assign strt_glitch= ~(strt_chck_en && sampled_bit==0);
endmodule
module SERILIZER  #(parameter data_width=8)(
input [data_width-1:0] P_DATA,
input CLK,RST,ser_en,Data_Valid,
output reg ser_data,
output wire ser_done
);
reg [3:0] bit_counter;
always @(posedge CLK  or negedge RST )
begin 
if(!RST)
begin	
	bit_counter<=0;
	ser_data<=0;
end
else
begin
	if(ser_en )
	begin 
		ser_data <= P_DATA[bit_counter];
		bit_counter <= bit_counter+1;
	end
	else
	begin
		bit_counter<=0;
	end
end
end
assign ser_done= (bit_counter==8);
endmodule
module stop_check(
input stop_chck_en,sampled_bit,
output wire stop_error
);
assign stop_error= ~(stop_chck_en && sampled_bit==1);
endmodule
module TOP_RX_UART (
input 		RX_IN,
input [5:0] prescale,
input 		PAR_EN,PAR_TYPE,CLK,RST,
output wire valid_DATA,
output wire [7:0] P_DATA,
output wire PAR_ERR,STP_ERR
);
wire dat_samp_en,enable_EDGE_bit_CNT,
deser_en,stp_chk_en,strt_chk_en,par_chk_En;
wire[5:0] edge_cnt;
wire [3:0] bit_count;
wire strt_glitch;
FSM_RX_UART fsm_u0 (
.RX_IN(RX_IN),
.PAR_En(PAR_EN),
.CLK(CLK),
.RST(RST),
.par_err(PAR_ERR),
.strt_glitch(strt_glitch),
.stp_err(STP_ERR),
.bit_count(bit_count),
.edge_count(edge_cnt),
.prescale(prescale),
.dat_samp_en(dat_samp_en),
.EDGE_CNT_en(enable_EDGE_bit_CNT),
.deser_en(deser_en),
.data_valid(valid_DATA),
.stp_chk_en(stp_chk_en),
.strt_chk_en(strt_chk_en),
.par_chk_en(par_chk_En)		
);
EDGE_BIT_COUNTER u0(
.enable(enable_EDGE_bit_CNT),
.CLK(CLK),
.RST(RST),
.prescale(prescale),
.edge_count(edge_cnt),
.bit_count(bit_count)
);
wire sampled_OUT;
DATA_SAMPLING data_sampler_u1 (
.RX_IN(RX_IN),
.prescale(prescale),
.dat_samp_en(dat_samp_en),
.CLK(CLK),
.RST(RST),
.edge_cnt(edge_cnt),
.sampled_bit(sampled_OUT)
);
parity_check par_chk_u2(
.par_chck_en(par_chk_En),
.par_type(PAR_TYPE),
.sampled_bit(sampled_OUT),
.P_DATA(P_DATA),
.par_err(PAR_ERR)
);
start_check  strt_chk_u3 (
.strt_chck_en(strt_chk_en),
.sampled_bit(sampled_OUT),
.strt_glitch(strt_glitch)
);
stop_check stop_chk_u4(
.stop_chck_en(stp_chk_en),
.sampled_bit(sampled_OUT),
.stop_error(STP_ERR)
);
DESERILIZER  DESERILIZER_u5(
.CLK(CLK),
.RST(RST),
.deser_en(deser_en),
.sampled_bit(sampled_OUT),
.P_DATA(P_DATA)
); 
endmodule
module UART   (
input wire			 RST,
input wire			 TX_CLK,
input wire			 RX_CLK,
input wire			 parity_enable,
input wire			 parity_type,
input wire	 [5:0]   Prescale,
input wire 				RX_IN,
input wire [7:0]  	TX_IN_P_Data,
input wire 			TX_IN_Valid,
output wire [7:0]   RX_OUT_P_Data  ,          
output wire 		RX_OUT_Valid   ,           
output wire 		TX_OUT,
output wire 		busy,
output wire 		parity_error,
output wire 		framing_error      
);
TOP_TX_UART	TX_UART(
.P_DATA(TX_IN_P_Data),
.DATA_Valid(TX_IN_Valid),
.PAR_EN(parity_enable),
.PAR_TYP(parity_type),
.RST(RST),
.CLK(TX_CLK),
.TX_OUT(TX_OUT),
.BUSY(busy)
);
TOP_RX_UART RX_UART (
.RX_IN(RX_IN),
.prescale(Prescale),
.PAR_EN(parity_enable),
.PAR_TYPE(parity_type),
.CLK(RX_CLK),
.RST(RST),
.valid_DATA(RX_OUT_Valid),
.P_DATA(RX_OUT_P_Data),
.PAR_ERR(parity_error),
.STP_ERR(framing_error)
);
endmodule
module FSM_RX_UART  #(parameter data_width=8) (
input    RX_IN,PAR_En,
input CLK,RST,
input      par_err, strt_glitch, stp_err,
input [3:0]      bit_count,
input  [5:0]	edge_count,
input  [5:0] prescale,
output  reg  dat_samp_en, EDGE_CNT_en,	
output  reg deser_en,data_valid, stp_chk_en,	
output  reg strt_chk_en,par_chk_en		
);
localparam [2:0] IDLE =0,
			STRT_CHK=1, 
			DATA_CHK=2,
			Par_CHK=3,
			STOP_CHK=4;
reg	[2:0] CU_STATE,NXT_STATE;
always @(posedge CLK )
begin
if(!RST)
begin
	data_valid<=0;
end
else
begin
	if(!stp_err && CU_STATE==STOP_CHK && edge_count==prescale && (bit_count==11 || bit_count==10))
	begin
		data_valid<=1;
	end
	else
	begin
		data_valid<=0;
	end
end
end
always @(posedge CLK )
begin
if(!RST)
begin
	CU_STATE<=IDLE;
end
else
begin
	CU_STATE<= NXT_STATE;
end
end
always @(*)
begin
case(CU_STATE)
IDLE:
begin
	dat_samp_en=0; 
	EDGE_CNT_en=0;
	deser_en=0;
	stp_chk_en=0;
	strt_chk_en=0;
	par_chk_en=0;	
	if(RX_IN==1)  
	begin
		NXT_STATE=IDLE;
	end
	else
	begin
		NXT_STATE=STRT_CHK;
		dat_samp_en=1; 
	end
end
STRT_CHK:
begin
	strt_chk_en=1;
	dat_samp_en=1; 
	EDGE_CNT_en=1;
	deser_en=0;
	stp_chk_en=0;
	par_chk_en=0;	
	if(edge_count==prescale && bit_count=='b1) 
	begin
		if(!strt_glitch)	 
		begin
			NXT_STATE=DATA_CHK;
		end
		else
		begin
			NXT_STATE=IDLE;
		end
	end
	else	 
	begin
		NXT_STATE=STRT_CHK;
	end
end
DATA_CHK:
begin
	strt_chk_en=0;
    dat_samp_en=1; 
    EDGE_CNT_en=1;
    stp_chk_en=0;
    par_chk_en=0;	
	if(edge_count==prescale)
		deser_en=1;
	else
		deser_en=0;
	if(bit_count==9 && edge_count==prescale)  
	begin
		if(PAR_En==1)
		begin
			NXT_STATE=Par_CHK;
		end
		else
		begin
			NXT_STATE=STOP_CHK;
		end
	end
	else
	begin
		NXT_STATE=DATA_CHK;	
	end
end
Par_CHK:
begin
	strt_chk_en=0;
    dat_samp_en=1;
    EDGE_CNT_en=1;
    deser_en=0;
    stp_chk_en=0;
    par_chk_en=1;
	if(bit_count==10 && edge_count==prescale)
	begin
		if(!par_err)  
		begin
			NXT_STATE=STOP_CHK;
		end
		else
		begin
			NXT_STATE=IDLE;
		end
	end
	else
	begin
		NXT_STATE=Par_CHK;
	end
end
STOP_CHK:
begin
	strt_chk_en=0;
    dat_samp_en=1;
    EDGE_CNT_en=1;
    deser_en=0;
    stp_chk_en=1;
    par_chk_en=0;
	if((bit_count==11 || bit_count==10) && edge_count==prescale)
	begin
		if(!stp_err)
		begin
			if(RX_IN==1)
			begin
				NXT_STATE=IDLE;
			end
			else
			begin
				NXT_STATE=STRT_CHK;
				EDGE_CNT_en=0;  
			end
		end
		else
		begin
			NXT_STATE=IDLE;
		end
	end
	else
	begin
		NXT_STATE=STOP_CHK;
	end
end
default:
begin
EDGE_CNT_en=0;
deser_en=0;
strt_chk_en=0;
par_chk_en=0;
stp_chk_en=0;
dat_samp_en=0;
NXT_STATE=IDLE;
end
endcase
end
endmodule
module	TOP_TX_UART #(parameter data_width=8,select_width=2) (
input [data_width-1:0]  P_DATA, 
input 		DATA_Valid ,PAR_EN ,PAR_TYP,
input		RST,CLK,
output wire 			TX_OUT ,BUSY
);
reg [data_width-1:0]  P_DATA_ff;
always @(posedge CLK or negedge RST)
begin
if(!RST)
begin
	P_DATA_ff<=0;
end
else
begin
if(!BUSY && DATA_Valid )   
	P_DATA_ff<=P_DATA;
end
end
wire ser_data,ser_done,ser_en,PAR_block_EN,par_bit;
wire [select_width-1:0] mux_sel;
FSM_UART_TX  FSM_B0 (
.Data_valid(DATA_Valid),
.PAR_EN(PAR_EN),
.SER_DONE(ser_done),
.par_block_EN(PAR_block_EN),
.CLK(CLK),
.RST(RST),
.mux_sel(mux_sel),
.busy_FF(BUSY),
.SER_ENABLE(ser_en)
);
MUX  MUX_B1 (
.ser_data(ser_data),
.par_bit(par_bit),
.mux_sel(mux_sel),
.TX_OUT_FF(TX_OUT),
.CLK(CLK),
.RST(RST)
);
PARITY_CALC  PARITY_CALC_B2 (
.PAR_TYP(PAR_TYP),
.Data_Valid(DATA_Valid),
.P_DATA(P_DATA_ff),
.par_EN(PAR_block_EN),
.CLK(CLK),
.RST(RST),
.PARITY_BIT(par_bit)
);
SERILIZER SERILIZER_B3 (
.P_DATA(P_DATA_ff),
.CLK(CLK),
.RST(RST),
.ser_en(ser_en),
.ser_data(ser_data),
.ser_done(ser_done),
.Data_Valid(DATA_Valid)
);
 endmodule
```

## flow/run.sh

```bash
#!/bin/bash
# OpenROAD 26Q1-2900-gdf79404cd8, Yosys 0.63+post, stock flow scripts
make -C /OpenROAD-flow-scripts/flow DESIGN_CONFIG=/design/flow/config.mk WORK_HOME=/design/flow/orfs finish
```

==> results.ini <==
[min_path]
hold_class = flip-flop to flip-flop

[timing]
fin_skew_ns = 0.00940
setup_viol_count_final = 0
maxSlewViolCount = 0
setup_slack_ns = 0.702
hold_viol = 0
hold_slack_ns = 0.486
worst_pin_slew_ns = 0.817
slew_headroom_pct = 45.2
tns_ns = 0
rsz0062_at_grt = false

[finish]
lay_top_count = nor2_1
area_growth_pct = 14.5
fillers = 604
design_area_um2 = 4000
drive_gt1_share_pct = 7.77
final_core_util_pct = 59.2
finalNonFillerCells = 492
lay_top_cells = nor2_1 (38), clkdlybuf4s50_1 (32), dfxtp_1 (28), nand2_1 (27), xnor2_1 (27)

[synth]
edf_count = 0
synth_seq_share_pct = 34.8
syn_inst = 385
synthArstFlopShare_pct = 48.1
syn_area_per_cell_um2 = 9.07
yosys_warnings = 10
yosys_cells = 385
synth-main-ff-cell = dfxtp_1
top_cell_area_share_pct = 17.2
topCellsByArea = dfrtp_1 (17%), dfxtp_1 (16%), xnor2_1 (6.8%)
syn_area_um2 = 3490
synth-seq-cells = 54
ys_types = 68
yosysTopAreaCell = dfrtp_1
yosys_area_um2 = 3490

[die]
die_y_um = 85.6
die_w_um = 85.6
core-area_um2 = 6760
ios = 34
fp_util_pct = 51.7
rows = 30
die_area_um2 = 7320

[power]
vdd_drop_max_uv = 383
p_int_mw = 1.02
p_per_area_nw_per_um2 = 361
swShare_pct = 29.0
clock_power_share_pct = 27.9
share_comb_of_total_power_pct = 28.2
finalPower_mw = 1.44
leakage_nw = 1.54
p_sw_uw = 419
p_seq_share_pct = 43.8

[critical_path]
cp-end-kind = primary output
slowest_delay_ns = 0.51
start_kind = input pin
slowest_stage = clkdlybuf4s50_1
critical_path_class = input pin to primary output
path_max_fanout = 2
arrival_ns = 2.98
crit_chain = clkdlybuf4s50_1 > xnor2_1 > xnor3_1 > xnor2_1 > nand3_1 > nor2b_1 > inv_1 > clkdlybuf4s50_1
worstPathRequired_ns = 3.68

[routing]
first_pass_iters = 4
finalWirelength_um = 7190
num_vias = 2781
top_layer = met4
wl_met2_um = 3200
drc = 0
n_antenna_cell = 0
drtIter0Drc = 119
wl_per_cell_um = 14.6
wl_met1_um = 3610
antenna_left = 0
route.met3.wl_um = 296
avgViaCountPerCell = 5.65

[clock_network]
holdBufCountCts = 0
numClockSinks = 54
cts_tree = done
cts-resized-gates = 0
post-cts-setup-buffers = 0
clk_pin_slew_ns = 0.07

[run]
warnings = 36
drv_cap = 0

[placed_design]
gp_congestion = 0.906
dpl-instance-area_um2 = 3830
placedCellCount = 480
place_ws_ns = 0.692
portBuffers = 32
dp_hpwl_um = 5230

[global_route]
grt_pass1_wl_um = 12500
grt_pass1_vias = 2558
grt_usage_pct = 21.8
grt_max_degree = 31
antenna_found_initial = 0
grt_overflow = 0

[status]
status = finished clean

## final cells by class
cell class / count / area, um2 / share of cell area, %
clock buffers: 10 / 128 / 3.19
clock inverters: 2 / 35.0 / 0.876
inverters: 21 / 78.8 / 1.97
multi-input cells: 292 / 2110 / 52.9
flip-flops and latches: 54 / 1210 / 30.4
well taps: 80 / 100 / 2.50
repair buffers: 33 / 328 / 8.20
## critical path, delay by kind of cell
family	cells	cell delay, ns
simple gates	2	0.28
buf+inv	3	1.00
xor+xnor	3	0.77
## final timing paths
check | from | end | slack (ns) | depth (start not counted)
worst max-delay path | parity_type | parity_error | 0.70 | 8
worst min-delay path | TX_UART.SERILIZER_B3.ser_data | TX_UART.SERILIZER_B3.ser_data | 0.49 | 2
worst max register to register | RX_UART.u0.edge_count[5] | RX_UART.DESERILIZER_u5.P_DATA[6] | 2.09 | 6
worst min register to register | TX_UART.SERILIZER_B3.ser_data | TX_UART.SERILIZER_B3.ser_data | 0.49 | 2
max in group clk1 | TX_IN_Valid | TX_UART.P_DATA_ff[7] | 2.29 | 3
max in group asynchronous | RST | TX_UART.MUX_B1.TX_OUT_FF | 3.20 | 2
min in group clk0 | RX_UART.u0.edge_count[0] | RX_UART.u0.edge_count[0] | 0.50 | 1
min in group asynchronous | RST | RX_UART.data_sampler_u1.One_CONUT[0] | 1.04 | 2
## registers in the layout (all words and copies together) (netlist names)
register                             flops
RX_UART.DESERILIZER_u5.P_DATA            8
RX_UART.DESERILIZER_u5.deser_count       4
RX_UART.data_sampler_u1.One_CONUT        2
RX_UART.data_sampler_u1.RX_IN_FF         1
RX_UART.data_sampler_u1.ZERO_Count       2
RX_UART.data_sampler_u1.sampled_bit      1
RX_UART.fsm_u0.CU_STATE                  5
RX_UART.fsm_u0.data_valid                1
RX_UART.u0.bit_count                     4
RX_UART.u0.edge_count                    6
TX_UART.FSM_B0.CU_STATE                  5
TX_UART.FSM_B0.busy_FF                   1
TX_UART.MUX_B1.TX_OUT_FF                 1
TX_UART.P_DATA_ff                        8
TX_UART.SERILIZER_B3.bit_counter         4
TX_UART.SERILIZER_B3.ser_data            1
## logic make-up (layout without fill, tap and decap cells)
group / count (synthesis) / after routing / synth area share, %
simple gates: 143 / 143 / 21.3
fa+ha+maj: 17 / 17 / 6.09
flops: 54 / 54 / 34.8
mux: 20 / 20 / 6.74
compound gates: 64 / 64 / 14.0
buf+inv: 39 / 66 / 4.69
xor+xnor: 48 / 48 / 12.4
## cell usage after synthesis, drive strengths merged, types with 3 or more instances
cell type	count
nor2	39
dfxtp	28
nand2	27
xnor2	27
dfrtp	24
inv	21
xor2	20
ha	17
nand3	17
o21ai	12
clkbuf	10
mux2i	10
a21oi	8
buf	8
mux2	8
nand2b	8
nor2b	8
nor3	8
nand4	6
nor4	5
a22oi	4
and3	4
a211o	3
a211oi	3
a221oi	3
a31oi	3
and2	3
nand3b	3
nor3b	3
o211ai	3
o32ai	3
or4	3
## power by group through the flow
stage	combinational, mW	clock, mW	sequential (mW)
global route	0.450	0.440	0.647
CTS	0.412	0.418	0.633
finish	0.407	0.403	0.633
## routing by layer
metal / GRT usage (%) / vias to the layer above
met1: 35.3 / 1303
met4: 3.03 / 0
met2: 32.6 / 57
met3: 3.61 / 9
li1: - / 1412
met5: 0 / -
Power and IR drop assume default switching activity.
