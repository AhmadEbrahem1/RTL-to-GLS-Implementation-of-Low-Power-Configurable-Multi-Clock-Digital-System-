## config.mk

```make
export PLATFORM = sky130hd
export DESIGN_NAME = FIFO_TOP
export DESIGN_NICKNAME = FIFO_TOP
export VERILOG_FILES = /design/flow/design.v
export SDC_FILE = /design/flow/constraint.sdc
export NUM_CORES = 4
export LEC_CHECK = 1
export CORE_UTILIZATION = 30
```

## run.sh

```bash
#!/bin/bash
# OpenROAD 26Q1-2900-gdf79404cd8, Yosys 0.63+post, stock flow scripts
make -C /OpenROAD-flow-scripts/flow DESIGN_CONFIG=/design/flow/config.mk WORK_HOME=/design/flow/orfs finish
```

## constraint.sdc

```tcl
current_design FIFO_TOP

set clk_period 2.6
set clk_io_pct 0.2

create_clock -name clk0 -period $clk_period [get_ports {R_CLK}]
create_clock -name clk1 -period $clk_period [get_ports {W_CLK}]

set non_clock_inputs [all_inputs -no_clocks]
set_input_delay [expr $clk_period * $clk_io_pct] -clock clk0 $non_clock_inputs
set_output_delay [expr $clk_period * $clk_io_pct] -clock clk0 [all_outputs]
```

## design.v

```verilog
module BIT_SYNC #(parameter NUM_STAGES=2,BUS_WIDTH=8)(
input [BUS_WIDTH-1:0]	ASYNC,
input 					CLK,RST,
output reg [BUS_WIDTH-1:0]  SYNC
);
reg [NUM_STAGES-1:0] SYN_FLOPS [BUS_WIDTH-1:0];
integer i;
always @(posedge CLK or negedge RST)
begin
	if(!RST)
	begin
	  SYNC  <=  0;
	  for(i=0;i<BUS_WIDTH;i=i+1)
		begin
			SYN_FLOPS[i]<=0; 
		end
	end
	else
		begin
		for(i=0;i<BUS_WIDTH;i=i+1)
		begin
			SYN_FLOPS[i]  <=  {ASYNC[i] ,SYN_FLOPS[i][NUM_STAGES-1:1]};
			SYNC[i]  <=  SYN_FLOPS[i][0];
		end
	end
end
endmodule
module BINARY_TO_GRAY #(parameter pointer_width=4) (
input [pointer_width-1:0]   bin_pointer,
output reg	[pointer_width-1:0]	 gray_pointer
);
always @(*)
begin
	case(bin_pointer)
		4'd0:
		begin
			gray_pointer = 4'b0000;
		end
		4'd1:
		begin
			gray_pointer = 4'b0001;
		end
		4'd2:
		begin
			gray_pointer = 4'b0011;
		end
		4'd3:
		begin
			gray_pointer = 4'b0010;
		end
		4'd4:
		begin
			gray_pointer = 4'b0110;
		end
		4'd5:
		begin
			gray_pointer = 4'b0111;
		end
		4'd6:
		begin
			gray_pointer = 4'b0101;
		end
		4'd7:
		begin
			gray_pointer = 4'b0100;
		end
		4'd8:
		begin
			gray_pointer = 4'b1100;
		end
		4'd9:
		begin
			gray_pointer = 4'b1101;
		end
		4'd10:
		begin
			gray_pointer = 4'b1111;
		end
		4'd11:
		begin
			gray_pointer = 4'b1110;
		end
		4'd12:
		begin
			gray_pointer = 4'b1010;
		end
		4'd13:
		begin
			gray_pointer = 4'b1011;
		end
		4'd14:
		begin
			gray_pointer = 4'b1001;
		end
		4'd15:
		begin
			gray_pointer = 4'b1000;
		end
	endcase
end
endmodule
module FIFO_TOP #(parameter DATA_WIDTH=8,pointer_width=4) (
input 								W_CLK,W_RST,W_INC,
input 								R_CLK,R_RST,R_INC,
input [DATA_WIDTH-1:0]			WR_DATA,
output 								FULL,
output [DATA_WIDTH-1:0]			RD_DATA,
output 								EMPTY
);
wire 	[pointer_width-2:0] 	  W_adrr,R_addr;
wire Wr_en;
assign Wr_en = W_INC & (!FULL);
FIFO_MEMORY u0_FIFO_MEM (
.WR_DATA(WR_DATA),
.Wr_en(Wr_en),
.W_CLK(W_CLK),
.W_RST(W_RST),
.W_adrr(W_adrr),
.R_addr(R_addr),
.RD_DATA(RD_DATA)
);
wire  [pointer_width-1:0] wq2_rptr;
wire   [pointer_width-1:0]	gray_wptr;
Wd_ptr_GREY u1_Wd_PTR (
.winc(W_INC),
.wclk(W_CLK),
.wrst_n(W_RST),
.wq2_rptr(wq2_rptr),
.wfull(FULL),
.waddr(W_adrr),
.gray_wptr(gray_wptr)
);
wire  [pointer_width-1:0] rq2_wptr;
wire   [pointer_width-1:0]	gray_rptr;
Rd_ptr_GREY u2_Rd_PTR(
.rinc(R_INC),
.rclk(R_CLK),
.rrst_n(R_RST),
.rq2_wptr(rq2_wptr),
.rempty(EMPTY),
.raddr(R_addr),
.gray_rptr(gray_rptr)
);
BIT_SYNC #(2,pointer_width) sync_w2r (
.ASYNC(gray_wptr),
.CLK(R_CLK),
.RST(R_RST),
.SYNC(rq2_wptr)
);
BIT_SYNC #(2,pointer_width) sync_r2w (
.ASYNC(gray_rptr),
.CLK(W_CLK),
.RST(W_RST),
.SYNC(wq2_rptr)
);
endmodule
module FIFO_MEMORY #(parameter DATA_WIDTH=8,FIFO_Depth=8) (
input [DATA_WIDTH-1:0]			 WR_DATA,						
input							 Wr_en,W_CLK,W_RST,
input 				[2:0] 	     W_adrr,R_addr,
output wire 		[DATA_WIDTH-1:0] RD_DATA								
);
reg [DATA_WIDTH-1:0] fifo_MEM [FIFO_Depth-1:0];
integer i;
always @(posedge W_CLK or negedge W_RST)
begin
	if(!W_RST)
	begin 
	  for (i=0; i < FIFO_Depth; i = i + 1)
	    begin
			fifo_MEM[i] <= 0;
		end
	end
	else
	begin
		if(Wr_en)
		begin
			fifo_MEM[W_adrr] <= WR_DATA ;
		end
	end
end	
assign RD_DATA = fifo_MEM[R_addr];
endmodule
module Rd_ptr #(parameter pointer_width=4) (
input rinc,
input rclk,rrst_n,								
input rempty,
output wire [pointer_width-2:0]	raddr,
output reg   [pointer_width-1:0]	rptr
);
always @(posedge rclk or negedge rrst_n )
begin
if(!rrst_n)
begin
	rptr <= 0;
end
else
begin
if(rinc && !rempty)
begin
	rptr <= rptr+1;
end 
end
end 
assign raddr= rptr[pointer_width-2:0];
endmodule
module Rd_ptr_GREY #(parameter pointer_width=4) (
input rinc,
input rclk,rrst_n,								
input [pointer_width-1:0] rq2_wptr,  
output wire rempty, 								
output wire [pointer_width-2:0]	raddr,
output wire   [pointer_width-1:0]	      gray_rptr
);
wire   [pointer_width-1:0]	rptr;
Rd_ptr Rd_ptr_u0 (
.rinc(rinc),
.rclk(rclk),
.rrst_n(rrst_n),
.raddr(raddr),
.rempty(rempty),
.rptr(rptr)
);
BINARY_TO_GRAY rd_ptr_gray (
.bin_pointer(rptr),
.gray_pointer(gray_rptr)
);
assign rempty= (gray_rptr== rq2_wptr);
endmodule
module Wd_ptr #(parameter pointer_width=4) (
input winc,wfull,
input wclk,wrst_n,														
output wire [pointer_width-2:0]	waddr,
output reg   [pointer_width-1:0]	wptr
);
always @(posedge wclk or negedge wrst_n )
begin
if(!wrst_n)
begin
	wptr <= 0;
end
else
begin
if(winc && !wfull)
begin
	wptr <= wptr+1;
end
end 
end
assign waddr= wptr[pointer_width-2:0];
endmodule
module Wd_ptr_GREY #(parameter pointer_width=4) (
input winc,
input wclk,wrst_n,								
input [pointer_width-1:0] wq2_rptr,  
output wire wfull, 								
output wire [pointer_width-2:0]	waddr,
output wire   [pointer_width-1:0]	gray_wptr
);
wire  [pointer_width-1:0]	wptr;
Wd_ptr Wd_ptr_u0(
.winc(winc),
.wclk(wclk),
.wrst_n(wrst_n),
.waddr(waddr),
.wfull(wfull),
.wptr(wptr)
);
BINARY_TO_GRAY w_ptr_gray (
.bin_pointer(wptr),
.gray_pointer(gray_wptr)
);
assign wfull=( (gray_wptr[pointer_width-3:0]==wq2_rptr[pointer_width-3:0] ) && (gray_wptr[pointer_width-2] != wq2_rptr[pointer_width-2])  
&& (gray_wptr[pointer_width-1] != wq2_rptr[pointer_width-1])	
);
endmodule
```

==> summary.txt <==
Status on the layout run. The main area contributors are sky130_fd_sc_hd__dfrtp_1, sky130_fd_sc_hd__mux2_2, sky130_fd_sc_hd__ha_1. The layout report lists the combined flip-flop and latch area as 2410 um^2. Per the layout area report, the combinational gate area comes to 1840 um^2.

The run finished with clean final reports. Number of antenna violations at the first check in global routing landed at 0. Total number of vias landed at 2,546.

The most critical min-delay path falls under primary input to async pin. Highest ir drop seen on vdd landed at 0.743 mV. Post-detailed-placement cell area landed at 4690 um^2. The critical path in this run is classified as flip-flop to output port. Of the total power, registers draw 34.4%. End-of-flow core utilization landed at 40.4%.

Counting tap cells, the placed design contains a total of 496 instances. Distinct cell type count after synthesis landed at 32. Internal power landed at 5400 uW. Number of remaining DRC errors landed at 0. Per the synthesis report, the adder-cell share of the synthesized area is 4.21%. Leakage power landed at 0.00232 uW.

The cell that appears most often on the critical path is sky130_fd_sc_hd__ha_4. Final HPWL from detailed placement landed at 5.63 mm. Among the non-sequential cells, multiplexers take the most area. Switching power landed at 2460 uW. The area fraction of the largest cell type after synthesis is 57.8%. The finished layout holds 527 standard cells, fillers aside. Flip-flop and latch count after synthesis landed at 96. Once detail routing completed, the nets flagged for antenna violations numbered 0. Part of the Yosys area used for sequential elements landed at 57.8%.

Synthesized area landed at 4160 um^2. Number of antenna cells inserted landed at 0. Instance count of the mapped netlist landed at 291. Clock network fraction of total power landed at 20.3%.

The layout stage reports a final design area of 5420 um^2. Yosys mapped a number of flops with a built-in enable equal to 0. Number of clock sinks landed at 96. Clock edge transition at the registers on the reported setup and hold paths landed at 60 ps. In this run the critical path is formed by ha_4, ha_4, buf_4, a222oi_1, o21ai_1, mux2_4, buf_2. Height of the die landed at 120 um. The script logs the ratio of routed vias to standard cells as 4.83. Counting flops with an async set or reset pin after synthesis yields a share of 100%. Post-synthesis xor/xnor area fraction landed at 3.10%.

The startpoint identified for the worst register-to-register timing path is u1_Wd_PTR.Wd_ptr_u0.wptr[1]$_DFFE_PN0P_. Setup repair after global routing could not meet its margin everywhere. Fraction of layout cells with a size suffix above 1 landed at 49.3%. Global-route wire length before repair landed at 14.5 mm.

In the synthesized netlist the dominant register cell turns out to be sky130_fd_sc_hd__dfrtp_1. Fraction of power spent switching nets landed at 31.3%. Data arrival time at the worst-slack endpoint landed at 2030 ps.

The critical path endpoint has a required time of 2080 ps. Max-cap check violation count landed at 0. The design draws 7860 uW. Number of slew-limit violations in the final report landed at 0. After Yosys synthesis, AND-OR and OR-AND compound gates account for 6.17% of the synthesized area. Prior to clock tree synthesis, the placed netlist has a worst setup slack of -61.9 ps. Fraction of power consumed by combinational cells landed at 45.2%. According to the floorplan log, the row count is 42. Yosys reports the multiplexer fraction of the synthesized area as 20.8%. Counting endpoints that fail hold in the final report gives 0.

The worst setup path is launched from a flip-flop. Maximum number of pins on one net before global-route repair landed at 81. The number of hold buffers added after CTS was 0. Clock tree skew after final layout landed at 7.23 ps. STA classifies the critical path endpoint as an output port. TritonCTS built the clock tree.

The total area inside the core boundary comes to 13,400 um^2. Global placer's final weighted congestion landed at 0.793. Per the OpenROAD floorplan log, the area of the die is 14,300 um^2.

The floorplan step records an initial core utilization of 31.0%. Headroom to the max-slew limit came out at 55.7%. Summed over all instances, the cell type with the most area after synthesis is sky130_fd_sc_hd__dfrtp_1. Fraction of the mapped netlist area in simple logic gates landed at 4.57%. Across all setup checks in the final design, the least slack found is 51.5 ps. Setup-violating endpoint count in the final report landed at 0. Total congestion overflow landed at 0. The synthesis log from Yosys contains 7 warnings. Post-synthesis area per instance landed at 14.3 um^2. Via count of the first global-routing pass landed at 2,671. Total iterations of the first detailed-routing run landed at 5. Delay contributed by the slowest stage of the critical path landed at 430 ps.

The count of buffers added on input and output ports is 22. Signed area change from the synthesized netlist to the final layout landed at 30.3%. 24 I/O pins were placed. Sum of routed wire length over all layers landed at 8.90 mm. Tool warning count landed at 36. The transition time recorded at the tightest slew-check pin is 662 ps. Summed over all routing layers, the global router reports a total usage of 13.6%. Once iteration 0 of detailed routing completed, the report listed 124 DRC markers.

Highest fanout seen on the critical path landed at 4. sky130_fd_sc_hd__dfrtp_1 is the most common cell in the netlist. Total power divided by cell area landed at 1450 nW/um^2. Routed length per placed instance landed at 16.9 um. Sorting the synthesized cells by how often they occur yields sky130_fd_sc_hd__dfrtp_1, sky130_fd_sc_hd__mux2_2, sky130_fd_sc_hd__ha_1, sky130_fd_sc_hd__nand2_1, sky130_fd_sc_hd__xnor2_1. Total of fill cells in the finished design landed at 1,200. Horizontal die size landed at 120 um. Cell count listed in synth_stat.txt landed at 291.

According to the Yosys statistics, the synthesized design has a chip area of 4160 um^2. For reference, the critical path is launched at u2_Rd_PTR.Rd_ptr_u0.rptr[1]$_DFFE_PN0P_. For this design, the slowest cell found on the critical path is sky130_fd_sc_hd__dfrtp_2.
## per-layer routing
layer  up-vias  GRT usage (%)  wire length, um
met5         -              0                0
met4         0           2.11              114
met3        11           3.40              445
met2        57           19.8             4000
met1      1314           21.4             4340
li1       1164              -                -
## cells by family (layout without fill, tap and decap cells)
group,count (synthesis),in the layout
xor gates and xnor gates,13,13
AOI/OAI and AO/OA,29,29
and+or+nand+nor,37,37
muxes,77,77
adders and majority gates,14,14
DFF,96,96
buffers and inverters,25,85
## final timing paths
path	endpoint	slack (ps)	cells past startpoint
worst max-delay path	RD_DATA[1]	50	7
worst min-delay path	u0_FIFO_MEM.fifo_MEM[1][1]$_DFFE_PN0P_	210	2
worst max register to register	u0_FIFO_MEM.fifo_MEM[6][3]$_DFFE_PN0P_	180	7
worst min register to register	sync_w2r.SYN_FLOPS[2][0]$_DFF_PN0_	340	0
max in group clk1	u0_FIFO_MEM.fifo_MEM[6][3]$_DFFE_PN0P_	180	7
max in group asynchronous	u2_Rd_PTR.Rd_ptr_u0.rptr[2]$_DFFE_PN0P_	1450	1
min in group clk0	sync_w2r.SYN_FLOPS[2][0]$_DFF_PN0_	340	0
min in group clk1	sync_r2w.SYNC[3]$_DFF_PN0_	350	0
## repair_timing
action / 4_1_cts / 5_1_grt
resized: 51 / 23
gates cloned: 1 / 0
setup endpoints to repair: 10 / 10
pin swaps: 9 / 12
setup buffers: 3 / 10
## cells in the final DEF, fill, tap and decap left out, types with 2 or more instances in the layout
cell type / n
sky130_fd_sc_hd__buf_2: 3
sky130_fd_sc_hd__xor2_1: 3
sky130_fd_sc_hd__mux2_4: 2
sky130_fd_sc_hd__o21ai_1: 2
sky130_fd_sc_hd__bufinv_16: 2
sky130_fd_sc_hd__buf_12: 2
sky130_fd_sc_hd__and2_1: 3
sky130_fd_sc_hd__and3_1: 3
sky130_fd_sc_hd__ha_1: 7
sky130_fd_sc_hd__nor2_4: 2
sky130_fd_sc_hd__inv_1: 7
sky130_fd_sc_hd__o21ai_0: 2
sky130_fd_sc_hd__buf_4: 31
sky130_fd_sc_hd__xnor2_1: 6
sky130_fd_sc_hd__nor2_2: 5
sky130_fd_sc_hd__buf_6: 6
sky130_fd_sc_hd__ha_4: 6
sky130_fd_sc_hd__a222oi_1: 8
sky130_fd_sc_hd__a22o_1: 5
sky130_fd_sc_hd__mux2i_1: 3
sky130_fd_sc_hd__a41oi_2: 6
sky130_fd_sc_hd__clkbuf_2: 2
sky130_fd_sc_hd__clkbuf_16: 12
sky130_fd_sc_hd__dfrtp_1: 93
sky130_fd_sc_hd__mux2_2: 72
sky130_fd_sc_hd__xnor2_2: 3
sky130_fd_sc_hd__nand3_2: 2
sky130_fd_sc_hd__clkdlybuf4s50_1: 13
sky130_fd_sc_hd__clkdlybuf4s15_1: 2
sky130_fd_sc_hd__nand2_1: 14
sky130_fd_sc_hd__dfrtp_2: 3
sky130_fd_sc_hd__a221oi_2: 4
## state kept, by name (all words and copies together) (netlist names)
register	cells
u0_FIFO_MEM.fifo_MEM	64
sync_w2r.SYNC	4
sync_r2w.SYNC	4
u1_Wd_PTR.Wd_ptr_u0.wptr	4
sync_r2w.SYN_FLOPS	8
u2_Rd_PTR.Rd_ptr_u0.rptr	4
sync_w2r.SYN_FLOPS	8
## power by group through the flow
stage         registers, uW  logic [uW]  clock network, uW
CTS                    2690        3240               1640
finish                 2710        3560               1600
global route           2810        3890               1700
## critical path, delay by kind of cell, from the launching register on
family / cells / cell delay [ps]
adders and majority gates: 2 / 360
AOI/OAI and AO/OA: 2 / 480
muxes: 1 / 270
DFF: 1 / 430
buffers and inverters: 2 / 240
## through the flow
step                      hold slack [ps]  setup TNS (ps)
final                                 211               0
after global routing                  239            -104
after CTS                             228            -106
after detailed placement              335            -221
after global placement                333            -225
after floorplan                       224               0
## layout make-up
cell class                 count  share of cell area [%]
sequential                    96                    44.4
multi-input combinational    170                    33.9
timing repair buffer          61                    9.95
clock buffer                  13                    5.80
tap                          176                    4.06
clock inverter                 4                    1.34
inverter                       7                   0.485
Power and IR drop assume default switching activity.
